<file path="config.mk">
export PLATFORM = sky130hd
export DESIGN_NAME = split_1000
export DESIGN_NICKNAME = split_1000
export VERILOG_FILES = /design/flow/design.v
export SDC_FILE = /design/flow/constraint.sdc
export NUM_CORES = 4
export LEC_CHECK = 1
export CORE_AREA = 10 10 94 94
export DIE_AREA = 0 0 104 104
</file>
<file path="constraint.sdc">
current_design split_1000

set clk_period 3.0
set clk_io_pct 0.2

create_clock -name clk0 -period $clk_period

set non_clock_inputs [all_inputs -no_clocks]
set_input_delay [expr $clk_period * $clk_io_pct] -clock clk0 $non_clock_inputs
set_output_delay [expr $clk_period * $clk_io_pct] -clock clk0 [all_outputs]
</file>
<file path="design.v">
`timescale 1ns / 1ps
module split_1000(input [15:0] total,output [3:0] thosent,hundred,tens,ones
    );
	 reg [3:0] binler=0;
	 assign thosent=(total>=16'd9000&&total<16'd10000)?
	 4'b1001:(total>=16'd8000&&total<16'd9000)?
	 4'b1000:(total>=16'd7000&&total<16'd8000)?
	 4'b0111:(total>=16'd6000&&total<16'd7000)?
	 4'b0110:(total>=16'd5000&&total<16'd6000)?
	 4'b0101:(total>=16'd4000&&total<16'd5000)?
	 4'b0100:(total>=16'd3000&&total<16'd4000)?
	 4'b0011:(total>=16'd2000&&total<16'd3000)?
	 4'b0010:(total>=16'd1000&&total<16'd2000)?
	 4'b0001:16'd0;
	 assign hundred=(total>=16'd9000&&total<16'd10000&&(total-16'd9000)<1000&&(total-16'd9000)>900)?
	 4'b1001:(total>=16'd8000&&total<16'd9000&&(total-16'd8000)<900&&(total-16'd8000)>800)?
	 4'b1000:(total>=16'd7000&&total<16'd8000&&(total-16'd7000)<800&&(total-16'd7000)>700)?
	 4'b0111:(total>=16'd6000&&total<16'd7000&&(total-16'd6000)<700&&(total-16'd6000)>600)?
	 4'b0110:(total>=16'd5000&&total<16'd6000&&(total-16'd5000)<600&&(total-16'd5000)>500)?
	 4'b0101:(total>=16'd4000&&total<16'd5000&&(total-16'd4000)<500&&(total-16'd4000)>400)?
	 4'b0100:(total>=16'd3000&&total<16'd4000&&(total-16'd3000)<400&&(total-16'd3000)>300)?
	 4'b0011:(total>=16'd2000&&total<16'd3000&&(total-16'd2000)<300&&(total-16'd2000)>200)?
	 4'b0010:(total>=16'd1000&&total<16'd2000&&(total-16'd1000)<200&&(total-16'd1000)>100)?
	 4'b0001:16'd0;
endmodule
</file>
<file path="run.sh">
#!/bin/bash
# OpenROAD 26Q1-2900-gdf79404cd8, Yosys 0.63+post, stock flow scripts
make -C /OpenROAD-flow-scripts/flow DESIGN_CONFIG=/design/flow/config.mk WORK_HOME=/design/flow/orfs finish
</file>
==> impl_metrics.sql <==
-- metrics for the results database
INSERT INTO impl_metrics (metric_group, metric, value, unit) VALUES
('detailed_routing', 'wl_met1', '4530', 'um'),
('placed_design', 'half_perimeter_wire_length_after_detailed_placement', '7570', 'um'),
('synthesis', 'synth.yosys.warnings', '9', ''),
('detailed_routing', 'route.detailed.wl_per_inst', '18.3', 'um'),
('floorplanning', 'core_util_floorplan', '29.5', '%'),
('detailed_routing', 'first_pass_iters', '5', ''),
('detailed_routing', 'drt_iter0_markers', '270', ''),
('status', 'violations', 'negative setup slack', ''),
('floorplanning', 'chipArea', '10800', 'um2'),
('cells_and_area', 'fillCellCount', '569', ''),
('synthesis', 'synthDistinctLibCells', '68', ''),
('placed_design', 'gpl.final_weighted_congestion', '1.03', ''),
('synthesis', 'yosys_cells', '309', ''),
('grt', 'pin_count_of_the_biggest_net_entering_global_routing', '18', ''),
('detailed_routing', 'avgViaCountPerCell', '5.60', ''),
('cells_and_area', 'drive_above_1_share', '56.3', '%'),
('flow_run', 'cap_violations', '0', ''),
('synthesis', 'postSynthAreaPerCell', '6.52', 'um2'),
('synthesis', 'netlist_top_cells_area', 'sky130_fd_sc_hd__ha_1 (11%), sky130_fd_sc_hd__a21oi_1 (6.2%), sky130_fd_sc_hd__xnor2_1 (5.7%)', ''),
('synthesis', 'yosys-stat-area', '2010', 'um2'),
('cells_and_area', 'final-seq-area', '0', 'um2'),
('cells_and_area', 'clockBufferCount', '0', ''),
('setup_path', 'timing_worst_setup_path_type', 'in2out', ''),
('cells_and_area', 'logic_area', '2340', 'um2'),
('setup_path', 'worst-endpoint-arrival', '2.61', 'ns'),
('detailed_routing', 'detailroute.wirelength.met2', '4440', 'um'),
('detailed_routing', 'topRoutingLayerUsed', 'met4', ''),
('sta', 'slew_violations', '0', ''),
('detailed_routing', 'finalWirelength', '10200', 'um'),
('cells_and_area', 'final_core_util', '59.7', '%'),
('detailed_routing', 'drt_drc_violations_left', '0', ''),
('sta', 'max_freq', '0.311', 'GHz'),
('cells_and_area', 'design.seq.count', '0', ''),
('sta', 'grt_setup_unrepaired', 'true', ''),
('sta', 'timing.hold.ws', '1.89', 'ns'),
('placed_design', 'numPortBuffers', '24', ''),
('setup_path', 'count_of_buffering_cells_on_the_critical_path_with_inverters_included', '3', ''),
('min_path', 'hold_class', 'in2out', ''),
('setup_path', 'critical_path.cell_chain', 'dlygate4sd2_1, or3_4, buf_6, o2111a_1, o31ai_2, o21ai_1, or4_4, nand4_1, buf_2', ''),
('grt', 'first_pass_grt_wire_length', '16000', 'um'),
('pwr', 'worst_ir_drop_vdd', '0.0761', 'mV'),
('sta', 'final_critical_path_setup_slack', '-0.212', 'ns'),
('synthesis', 'netlist.top_cell.by_area', 'sky130_fd_sc_hd__ha_1', ''),
('floorplanning', 'die_height', '104', 'um'),
('sta', 'hold_violations', '0', ''),
('sta', 'setup-violations-final', '6', ''),
('setup_path', 'cp-startpoint', 'total[14]', ''),
('sta', 'timing.final.crit_share', '107', '%'),
('setup_path', 'worstPathMaxFanout', '2', ''),
('pwr', 'power.leakage', '1.72', 'nW'),
('sta', 'post_layout_minimum_cycle_time', '3.21', 'ns'),
('setup_path', 'biggest_cell_delay_along_the_critical_path', '0.43', 'ns'),
('detailed_routing', 'antennaDiodeCount', '0', ''),
('grt', 'initial_antenna_violation_count', '0', ''),
('synthesis', 'synth.cell_area', '2010', 'um2'),
('flow_run', 'stage_log_warnings', '49', ''),
('synthesis', 'area_share_of_the_largest_cell_type_after_synthesis', '10.6', '%'),
('floorplanning', 'dieWidth', '104', 'um'),
('detailed_routing', 'dr_vias', '3134', ''),
('cells_and_area', 'areaGrowthSynthToFinish', '103', '%'),
('synthesis', 'yosys.stat.seqShare', '0', '%'),
('setup_path', 'cp_data_required_time', '2.40', 'ns'),
('setup_path', 'timing.critical_path.to_type', 'output port', ''),
('detailed_routing', 'detailroute.wirelength.met3', '812', 'um'),
('grt', 'globalRoute.totalOverflow', '0', ''),
('floorplanning', 'pin_count', '32', ''),
('pwr', 'cellPowerDensity', '134', 'nW/um2'),
('floorplanning', 'coreArea', '6830', 'um2'),
('grt', 'grtUsageTotal', '17.6', '%'),
('detailed_routing', 'antenna_viol_nets_final', '0', ''),
('synthesis', 'netlist_instances', '309', ''),
('status', 'outcome', 'finished with violations', ''),
('placed_design', 'detailedPlace.worstSlack', '-1.08', 'ns'),
('setup_path', 'worst_setup_sp_type', 'primary input', ''),
('sta', 'totalNegativeSetupSlack', '-0.720', 'ns'),
('setup_path', 'crit_path_top_delay_cell', 'sky130_fd_sc_hd__or4_4', ''),
('min_path', 'hold_start', 'total[13]', ''),
('floorplanning', 'std_cell_rows', '30', ''),
('setup_path', 'worst_path_dominant_cell_family', 'simple AND/OR/NAND/NOR gates', ''),
('grt', 'grt_pass1_vias', '3055', '');
area by class of cell:
cell class         instances  area share (%)
well taps                 96            2.95
multi-input cells        269            57.4
inverters                 14            1.72
repair buffers           181            38.0
power breakdown:
part	switching, mW	leakage, nW	internal [mW]
combinational	0.271	1.72	0.276
clock	0	0	0
sequential	0	0	0
total	0.271	1.72	0.276
worst paths after layout:
kind	to	slack (ns)	cells after the start
worst max-delay path	hundred[1]	-0.21	9
worst min-delay path	hundred[3]	1.89	5
routing by layer:
layer | up-vias | global-route usage, %
li1 | 1469 | -
met1 | 1449 | 23.8
met2 | 178 | 28.7
met3 | 38 | 2.51
met4 | 0 | 3.98
met5 | - | 0
timing repair:
item | in CTS | in global routing
hold buffers | 0 | 0
resized | 172 | 51
setup endpoints to repair | 8 | 8
gates cloned | 0 | 0
pin swaps | 43 | 31
hold endpoints to repair | 0 | 0
buffers inserted | 31 | 9
layout by cell type, fill, tap and decap left out, drive strengths merged, types with 3 or more instances in the layout:
| master | instances |
|---|---|
| and3 | 3 |
| o21ai | 21 |
| o211ai | 8 |
| inv | 10 |
| o21a | 4 |
| a211oi | 5 |
| dlygate4sd2 | 5 |
| nor2 | 26 |
| xor2 | 4 |
| nor4 | 3 |
| nand4 | 10 |
| a211o | 3 |
| a31oi | 5 |
| nand2 | 21 |
| xnor2 | 13 |
| or4 | 5 |
| a21o | 5 |
| or2 | 3 |
| mux2i | 3 |
| a21oi | 25 |
| clkdlybuf4s15 | 5 |
| clkinv | 4 |
| ha | 17 |
| nand2b | 5 |
| nor3 | 9 |
| nand3 | 15 |
| nor2b | 3 |
| conb | 8 |
| buf | 169 |
per-stage QoR:
| step | power [mW] | std cells | area, um2 |
|---|---|---|---|
| 5_1_grt | 0.582 | 560 | 4080 |
| 2_1_floorplan | 0.209 | 316 | 2080 |
| 6_report | 0.547 | 560 | 4080 |
| 4_1_cts | 0.487 | 551 | 3780 |
| 3_5_place_dp | 0.410 | 521 | 3140 |
| 3_3_place_gp | 0.411 | 521 | 3140 |
cell usage after synthesis (9+ instances only):
master and number:
sky130_fd_sc_hd__a21oi_1 25, sky130_fd_sc_hd__buf_4 11, sky130_fd_sc_hd__clkbuf_1 11, sky130_fd_sc_hd__ha_1 17, sky130_fd_sc_hd__inv_1 10, sky130_fd_sc_hd__nand2_1 21, sky130_fd_sc_hd__nand3_1 15, sky130_fd_sc_hd__nand4_1 10
sky130_fd_sc_hd__nor2_1 26, sky130_fd_sc_hd__nor3_1 9, sky130_fd_sc_hd__o21ai_0 19, sky130_fd_sc_hd__xnor2_1 13
logic make-up (layout without fill, tap and decap cells):
family	after synthesis	count (layout)	synth area share, %
mux	3	3	1.49
other cells	1	8	0.186
xor+xnor	17	17	7.40
buf+inv	47	195	13.0
simple gates	116	116	30.5
fa+ha+maj	17	17	10.6
compound gates	108	108	36.9
Power and IR drop assume default switching activity.
